File: ./config.mk
export PLATFORM = sky130hd
export DESIGN_NAME = FIFO
export DESIGN_NICKNAME = FIFO
export VERILOG_FILES = /design/flow/design.v
export SDC_FILE = /design/flow/constraint.sdc
export NUM_CORES = 4
export LEC_CHECK = 1
export CORE_UTILIZATION = 40
File: ./constraint.sdc
current_design FIFO

set clk_period 3.4
set clk_io_pct 0.2

create_clock -name clk0 -period $clk_period [get_ports {RD_CLK_T}]
create_clock -name clk1 -period $clk_period [get_ports {WR_CLK_T}]

set non_clock_inputs [all_inputs -no_clocks]
set_input_delay [expr $clk_period * $clk_io_pct] -clock clk0 $non_clock_inputs
set_output_delay [expr $clk_period * $clk_io_pct] -clock clk0 [all_outputs]
File: ./design.v
module FIFO #(parameter DATA_WIDTH_T = 8,
                        MEM_DEP_T    = 31,
                        ADDR_DATA_T  = 4) (
  input wire                       WR_CLK_T,
  input wire                       WR_RST_T,
  input wire                       RD_CLK_T,
  input wire                       RD_RST_T,
  input wire [(DATA_WIDTH_T-1):0]  WR_data_T,
  input wire                       RD_inc_T,
  input wire                       WR_inc_T,
  output wire                      WR_full_T,
  output wire                      RD_empty_T,
  output wire [(DATA_WIDTH_T-1):0] RD_data_T
);
  wire [(ADDR_DATA_T):0]    WR_PTR, RD_PTR;
  wire [(ADDR_DATA_T):0]    WR_PTR_SYNC, RD_PTR_SYNC;
  wire [(ADDR_DATA_T-1):0]  WR_addr_T;
  wire [(ADDR_DATA_T-1):0]  RD_addr_T;
  FIFO_Write #(.DATA_WIDTH(DATA_WIDTH_T),
               .ADDR_DATA(ADDR_DATA_T)) FIFO_Write0 (
  .WR_inc(WR_inc_T),
  .WR_CLK(WR_CLK_T),
  .WR_RST(WR_RST_T),
  .RD_PTR(RD_PTR_SYNC),
  .WR_full(WR_full_T),
  .WR_PTR_g(WR_PTR),
  .WR_addr(WR_addr_T)
  );
  FIFO_Read #(.DATA_WIDTH(DATA_WIDTH_T),
              .ADDR_DATA(ADDR_DATA_T)) FIFO_Read0 (
  .RD_inc(RD_inc_T),
  .RD_CLK(RD_CLK_T),
  .RD_RST(WR_RST_T),
  .WR_PTR(WR_PTR_SYNC),
  .RD_empty(RD_empty_T),
  .RD_PTR_g(RD_PTR),
  .RD_addr(RD_addr_T)
  );
  FIFO_MEM #(.DATA_WIDTH(DATA_WIDTH_T),
             .MEM_DEP(MEM_DEP_T),
             .ADDR_DATA(ADDR_DATA_T)) FIFO_MEM0 (
  .WR_CLK_EN(WR_inc_T && !WR_full_T),
  .WR_CLK(WR_CLK_T),
  .WR_RST(WR_RST_T),
  .WR_addr(WR_addr_T),
  .RD_addr(RD_addr_T),
  .WR_data(WR_data_T),
  .RD_data(RD_data_T)
  );
  Syncronizer  #(.ADDR_DATA(ADDR_DATA_T)) Sync_WR2RD(
  .IN(WR_PTR),
  .CLK(RD_CLK_T), 
  .RST(RD_RST_T),
  .SYNC_OUT(WR_PTR_SYNC)
  );
  Syncronizer  #(.ADDR_DATA(ADDR_DATA_T)) Sync_RD2WR(
  .IN(RD_PTR),
  .CLK(WR_CLK_T), 
  .RST(WR_RST_T),
  .SYNC_OUT(RD_PTR_SYNC)
  );
endmodule
module FIFO_MEM #(parameter DATA_WIDTH = 8,
                            MEM_DEP    = 31,
                            ADDR_DATA  = 3) (
  input wire                     WR_CLK_EN,
  input wire                     WR_CLK,
  input wire                     WR_RST,
  input wire  [(ADDR_DATA-1):0]  WR_addr,
  input wire  [(ADDR_DATA-1):0]  RD_addr,
  input wire  [(DATA_WIDTH-1):0] WR_data,
  output wire [(DATA_WIDTH-1):0] RD_data
  );
  reg [(DATA_WIDTH-1):0] memory [(MEM_DEP-1):0];
  integer i;
  always@(posedge WR_CLK or negedge WR_RST)
    begin
      if(!WR_RST)
        begin
          for (i=0; i<32; i=i+1)
            begin
              memory[i] <= 'b0;
            end
        end
      else if (WR_CLK_EN)
        begin
          memory [WR_addr] <= WR_data;
        end
    end
  assign RD_data = memory [RD_addr];
endmodule
module FIFO_Read #(parameter DATA_WIDTH = 8,
                              ADDR_DATA  = 3)(
  input wire                    RD_inc,
  input wire                    RD_CLK,
  input wire                    RD_RST,
  input wire [(ADDR_DATA):0]    WR_PTR,
  output wire                   RD_empty,
  output reg [(ADDR_DATA):0]    RD_PTR_g,
  output reg [(ADDR_DATA-1):0]  RD_addr
  );
  reg [(ADDR_DATA):0]    RD_PTR;
  assign RD_empty = (RD_PTR_g == WR_PTR);
  always@(posedge RD_CLK or negedge RD_RST)
    begin
      if(!RD_RST)
        begin
          RD_addr <=  'b0;
          RD_PTR  <=  'b0;
        end
      else if (RD_inc && !RD_empty)
        begin
          RD_addr <= RD_addr + 1'b1;
          RD_PTR  <= RD_PTR  + 1'b1;
        end
    end
  always@(*)
        begin
        case(RD_PTR)
          'd0    : RD_PTR_g = 'b00000;
          'd1    : RD_PTR_g = 'b00001;
          'd2    : RD_PTR_g = 'b00011;
          'd3    : RD_PTR_g = 'b00010;
          'd4    : RD_PTR_g = 'b00110;
          'd5    : RD_PTR_g = 'b00111;
          'd6    : RD_PTR_g = 'b00101;
          'd7    : RD_PTR_g = 'b00100;
          'd8    : RD_PTR_g = 'b01100;
          'd9    : RD_PTR_g = 'b01101;
          'd10   : RD_PTR_g = 'b01111;
          'd11   : RD_PTR_g = 'b01110;
          'd12   : RD_PTR_g = 'b01010;
          'd13   : RD_PTR_g = 'b01011;
          'd14   : RD_PTR_g = 'b01001;
          'd15   : RD_PTR_g = 'b01000;
		  'd16   : RD_PTR_g = 'b10000;
          'd17   : RD_PTR_g = 'b10001;
          'd18   : RD_PTR_g = 'b10011;
          'd19   : RD_PTR_g = 'b10010;
          'd20   : RD_PTR_g = 'b10110;
          'd21   : RD_PTR_g = 'b10111;
          'd22   : RD_PTR_g = 'b10101;
          'd23   : RD_PTR_g = 'b10100;
          'd24   : RD_PTR_g = 'b11100;
          'd25   : RD_PTR_g = 'b11101;
          'd26   : RD_PTR_g = 'b11111;
          'd27   : RD_PTR_g = 'b11110;
          'd28   : RD_PTR_g = 'b11010;
          'd29   : RD_PTR_g = 'b11011;
          'd30   : RD_PTR_g = 'b11001;
          'd31   : RD_PTR_g = 'b11000;
          default: RD_PTR_g = 'b10000;
        endcase
      end
endmodule
module FIFO_Write #(parameter DATA_WIDTH = 8,
                              ADDR_DATA  = 3)(
  input wire                    WR_inc,
  input wire                    WR_CLK,
  input wire                    WR_RST,
  input wire [(ADDR_DATA):0]    RD_PTR,
  output wire                   WR_full,
  output reg [(ADDR_DATA):0]    WR_PTR_g,
  output reg [(ADDR_DATA-1):0]  WR_addr
  );
  wire MS2B, LS1B, LS2B;
  reg [(ADDR_DATA):0]    WR_PTR;
  assign MS2B = (RD_PTR[1:0] == WR_PTR_g[1:0]);
  assign LS1B = (RD_PTR[3] != WR_PTR_g[3]);
  assign LS2B = (RD_PTR[2] != WR_PTR_g[2]);
  assign WR_full =  MS2B && LS1B && LS2B;
  always@(posedge WR_CLK or negedge WR_RST)
    begin
      if(!WR_RST)
        begin
          WR_addr <=  'b0;
          WR_PTR  <=  'b0;
        end
      else if (WR_inc && !WR_full)
        begin
          WR_addr <= WR_addr + 1'b1;
          WR_PTR  <= WR_PTR  + 1'b1;
        end
    end
    always@(*)
        begin
        case(WR_PTR)
          'd0    : WR_PTR_g = 'b00000;
          'd1    : WR_PTR_g = 'b00001;
          'd2    : WR_PTR_g = 'b00011;
          'd3    : WR_PTR_g = 'b00010;
          'd4    : WR_PTR_g = 'b00110;
          'd5    : WR_PTR_g = 'b00111;
          'd6    : WR_PTR_g = 'b00101;
          'd7    : WR_PTR_g = 'b00100;
          'd8    : WR_PTR_g = 'b01100;
          'd9    : WR_PTR_g = 'b01101;
          'd10   : WR_PTR_g = 'b01111;
          'd11   : WR_PTR_g = 'b01110;
          'd12   : WR_PTR_g = 'b01010;
          'd13   : WR_PTR_g = 'b01011;
          'd14   : WR_PTR_g = 'b01001;
          'd15   : WR_PTR_g = 'b01000;
		  'd16   : WR_PTR_g = 'b10000;
          'd17   : WR_PTR_g = 'b10001;
          'd18   : WR_PTR_g = 'b10011;
          'd19   : WR_PTR_g = 'b10010;
          'd20   : WR_PTR_g = 'b10110;
          'd21   : WR_PTR_g = 'b10111;
          'd22   : WR_PTR_g = 'b10101;
          'd23   : WR_PTR_g = 'b10100;
          'd24   : WR_PTR_g = 'b11100;
          'd25   : WR_PTR_g = 'b11101;
          'd26   : WR_PTR_g = 'b11111;
          'd27   : WR_PTR_g = 'b11110;
          'd28   : WR_PTR_g = 'b11010;
          'd29   : WR_PTR_g = 'b11011;
          'd30   : WR_PTR_g = 'b11001;
          'd31   : WR_PTR_g = 'b11000;
          default: WR_PTR_g = 'b10000;
        endcase
    end
endmodule
module Syncronizer #(parameter ADDR_DATA = 3)(
  input wire [(ADDR_DATA):0] IN,
  input wire                 CLK, RST,
  output reg [(ADDR_DATA):0] SYNC_OUT
  );
  reg [(ADDR_DATA):0] bridge;
  always@(posedge CLK or negedge RST)
    begin
      if(!RST)
        begin
          bridge <= 1'b0;
        end
      else
        begin
          bridge <= IN;
        end
    end
  always@(posedge CLK or negedge RST)
    begin
      if(!RST)
        begin
          SYNC_OUT <= 1'b0;
        end
      else
        begin
          SYNC_OUT <= bridge;
        end
    end
endmodule
File: ./run.sh
#!/bin/bash
# OpenROAD 26Q1-2900-gdf79404cd8, Yosys 0.63+post, stock flow scripts
make -C /OpenROAD-flow-scripts/flow DESIGN_CONFIG=/design/flow/config.mk WORK_HOME=/design/flow/orfs finish
==> Implementation_results.wiki <==
== Implementation results ==
{| class="wikitable"
! Metric !! Value
|-
| Number of failing setup endpoints in the final timing report || 0
|-
| Worst path arrival time || 2.65 ns
|-
| Cell count of the worst reg-to-reg path || 6
|-
| Routed length per instance || approximately 21 um
|-
| Post-route antenna net violation count || 0
|-
| DRC Markers || 0
|-
| Wire length of the first global-routing pass || 28,700 um
|-
| Post-route cell area || 0.008762 mm^2
|-
| Multi-input gate area in the final layout || 0.003278 mm^2
|-
| Transition time at the pin with the least slew margin || 0.8217 ns
|-
| Layout cells sized above 1 || 33.22%
|-
| Max-area cell share || 54.35%
|-
| Launch instance of the worst register-to-register path || FIFO_Write0.WR_PTR[3]$_DFFE_PN0P_
|-
| Seq cells post-synth || 164
|-
| Via count of the first global-routing pass || 4,837
|-
| Run status || finished, final reports clean
|-
| DR vias/cell || between 5 and 6
|-
| Die Size || a little under 0.02 mm^2
|-
| Vertical die size || 139.4 um
|-
| Most area-consuming cells after synthesis || dfrtp_1, mux2_2, xnor2_1
|-
| Total power per unit cell area || 1056 mW/mm^2
|-
| Library cell with the largest summed area after synthesis || dfrtp_1
|-
| Kind of end point of the critical path || output pin
|-
| Number of fill cells in the layout || between 1,500 and 2,000
|-
| Hold Path Class || in2async
|-
| Synthesized area divided by synthesized cell count || 13.44 um^2
|-
| Top post-synthesis cells by count || dfrtp_1, mux2_2, nand2_1, clkbuf_1, xnor2_1
|-
| Vias after detailed routing || 4,744
|-
| Ports placed on the boundary || 24
|-
| Unrepaired setup endpoints after global routing || no
|-
| I/O Buffers || 22
|-
| Worst-path fanout max || 19
|-
| Core area || roughly 0.018 mm^2
|-
| # Max-Cap Violations || 0
|-
| Post-route clock skew || 0.01020 ns
|-
| Required time worst endpoint || 2.72 ns
|-
| Leakage power figure || around 3.7 nW
|-
| Clock sink count || 164
|-
| First drt pass iteration count || 5
|-
| Total inserted antenna cells || 0
|-
| Fp_density || between 40% and 50%
|-
| First-iteration detailed-routing DRC count || 274
|-
| Primary FF master, synth || dfrtp_1
|-
| Count of pins over their slew limit || 0
|-
| Synthesis Warnings || 5
|-
| Area overhead of the layout relative to synthesis || 16.04%
|-
| Number of cell instances after yosys synthesis || roughly 560
|-
| Cell Type Count || 53
|-
| Wire length after detailed routing || 17,910 um
|-
| Post-DP HPWL || around 11,000 um
|-
| Placed standard-cell area || between 0.008 and 0.009 mm^2
|-
| Flop area || 0.004105 mm^2
|-
| Worst VDD drop || 0.0004232 V
|-
| Number of setup buffers added after CTS || 0
|-
| Type of origin of the critical path || register
|-
| Horizontal die dimension || 139.4 um
|-
| Gr usage total || 20.22%
|-
| Pin count of the biggest net entering global routing || about 65
|-
| Setup TNS Final || 0 ns
|-
| Clock Pin Slew Worst Setup and Hold Paths || roughly 0.06 ns
|-
| Number of enable-type register cells in the synthesized netlist || 0
|-
| Post-synth design cell area || 0.007551 mm^2
|-
| Weighted congestion at the end of routability-driven global placement || 0.8387
|-
| Yosys stat chip area || roughly 0.0076 mm^2
|-
| Gate count after technology mapping || 562
|-
| Reg-to-reg setup timing slack || 0.75 ns
|-
| Gates resized, CTS repair || 0
|-
| Count of warning messages emitted by the tools || 32
|-
| Hold violation total from the final report || 0
|-
| Clock tree from TritonCTS || built
|-
| Number of placement rows || 49
|-
| Crit Path Class || reg2out
|-
| Remaining Overflow, GRT || 0
|-
| Most popular library cell in the synthesized design by count || dfrtp_1
|-
| Worst relative slew slack || a little under half
|-
| Count of hold-fix buffers inserted at cts || 0
|-
| FFs w/ async S/R, synth || 100.0%
|-
| Endpoint of the worst register-to-register path || FIFO_MEM0.memory[6][7]$_DFFE_PN0P_
|-
| Synth Seq Share || a little over half
|-
| Initial antenna violation count || 0
|}
==> cell type report <==
cell class / instances / area share, %
inverters: 7 / 0.3855
repair buffers: 43 / 4.512
clock buffers: 28 / 6.397
well taps: 229 / 3.270
flip-flops and latches: 164 / 46.85
clock inverters: 8 / 1.171
multi-input cells: 355 / 37.41
==> report_power, final <==
group | internal, mW | leakage (nW) | total (mW) | switching (mW)
clock network | 1.30 | 0.319 | 2.08 | 0.781
registers | 2.91 | 2.01 | 3.49 | 0.580
logic | 1.85 | 1.32 | 3.68 | 1.83
==> worst max-delay path: stages (launching register included) <==
cell	delay, ns
dfrtp_2	0.63
buf_4	0.29
buf_4	0.24
mux2i_1	0.14
o21ai_0	0.28
a32oi_1	0.16
a31oi_1	0.19
clkdlybuf4s50_1	0.49
==> registers in the layout, indices dropped and copies added, names as in the netlist <==
| register | flops |
|---|---|
| FIFO_Read0.RD_PTR | 5 |
| FIFO_Write0.WR_PTR | 5 |
| Sync_WR2RD.SYNC_OUT | 5 |
| Sync_WR2RD.bridge | 5 |
| Sync_RD2WR.bridge | 4 |
| FIFO_MEM0.memory | 128 |
| FIFO_Write0.WR_addr | 4 |
| Sync_RD2WR.SYNC_OUT | 4 |
| FIFO_Read0.RD_addr | 4 |
==> worst max path at each step <==
stage	startpoint	endpoint	slack [ns]	depth (start not counted)
CTS	FIFO_Write0.WR_PTR[3]$_DFFE_PN0P_	WR_full_T	0.06	5
global route	FIFO_Read0.RD_addr[1]$_DFFE_PN0P_	RD_data_T[4]	0.01	8
finish	FIFO_Read0.RD_addr[3]$_DFFE_PN0P_	RD_data_T[1]	0.07	7
==> through the flow <==
step	hold WS, ns	power [mW]	util (%)	setup slack [ns]	cells
after CTS	0.2419	9.243	48.00	0.05962	834
after detailed placement	0.3347	7.116	44.36	0.3785	798
after floorplan	0.3312	5.871	-	0.8779	562
after global placement	0.3333	7.067	44.36	0.3270	798
final	0.2174	9.252	48.12	0.06664	834
after global routing	0.2514	9.845	48.12	0.01261	834
==> logic make-up (layout without fill, tap and decap cells) <==
kind of cell / after synthesis / count (layout) / synth area share [%]
AOI/OAI and AO/OA: 90 / 90 / 8.384
xor gates and xnor gates: 23 / 23 / 2.668
adders and majority gates: 14 / 14 / 2.320
buffers and inverters: 43 / 86 / 2.469
DFF: 164 / 164 / 54.35
muxes: 147 / 147 / 22.22
and+or+nand+nor: 81 / 81 / 7.589
==> layer usage <==
layer | global-route usage (%) | routed length [um] | vias to the layer above
met5 | 0 | 0 | -
met4 | 3.099 | 272 | 0
met3 | 6.592 | 1195 | 15
met2 | 29.01 | 7917 | 135
met1 | 31.56 | 8529 | 2459
li1 | - | - | 2135
==> layout by cell type (no fill, tap or decap), types with 3 or more instances in the layout <==
cell type,instances
o211ai_1,6
o21ai_0,20
a21oi_1,6
nor3_4,4
a222oi_1,3
nand3_1,14
buf_4,19
inv_1,5
clkbuf_16,20
a221oi_1,3
mux2i_1,9
dfrtp_1,163
nand2_1,26
a221o_1,3
ha_1,13
a22oi_1,18
clkdlybuf4s50_1,21
a32oi_1,4
a31oi_1,11
clkbuf_1,5
nand4_2,5
o2bb2ai_1,4
mux4_2,3
clkbuf_8,3
mux2_1,13
xnor2_1,21
nand4_4,4
nor2_1,10
mux2_2,122
Power is estimated from default activity; no workload was simulated.
