<file path="flow/run.sh">
#!/bin/bash
# OpenROAD 26Q1-2900-gdf79404cd8, Yosys 0.63+post, stock flow scripts
make -C /OpenROAD-flow-scripts/flow DESIGN_CONFIG=/design/flow/config.mk WORK_HOME=/design/flow/orfs finish
</file>
<file path="flow/config.mk">
export PLATFORM = sky130hd
export DESIGN_NAME = ALU
export DESIGN_NICKNAME = ALU
export VERILOG_FILES = /design/flow/design.v
export SDC_FILE = /design/flow/constraint.sdc
export NUM_CORES = 4
export LEC_CHECK = 1
export CORE_UTILIZATION = 50
</file>
<file path="flow/constraint.sdc">
current_design ALU

set clk_period 1.0
set clk_io_pct 0.2

create_clock -name clk0 -period $clk_period [get_ports {CLK}]

set non_clock_inputs [all_inputs -no_clocks]
set_input_delay [expr $clk_period * $clk_io_pct] -clock clk0 $non_clock_inputs
set_output_delay [expr $clk_period * $clk_io_pct] -clock clk0 [all_outputs]
</file>
<file path="flow/design.v">
module ALU #(parameter Data_Width = 8) (
	input wire [Data_Width-1:0]     A, B,
	input wire [3:0]                ALU_FUN,
	input wire                      CLK, RST,
	input wire                      Enable,
	output reg [(2*Data_Width)-1:0] alu_out,
	output reg                      out_valid
);
	reg                      Carry;
	reg [(2*Data_Width)-1:0] ALU_OUT;
	reg                      OUT_valid;
	localparam 	ADD 	= 4'h0,
			SUB 	= 4'h1,
			MUL 	= 4'h2,
			DIV 	= 4'h3,
			AND 	= 4'h4,
			OR  	= 4'h5,
			NAND 	= 4'h6,
			NOR 	= 4'h7,
			XOR 	= 4'h8,
			XNOR 	= 4'h9,
			EQUAL	= 4'hA,
			GREATER	= 4'hB,
			LESS	= 4'hC,
			SHIFT_R	= 4'hD,
			SHIFT_L	= 4'hE;
	always@(posedge CLK or negedge RST)
 		begin
   			if(!RST)
     				begin
      					alu_out <= 'b0;
      					out_valid <= 'b0;
     				end
   			else
     				begin
      					alu_out <= ALU_OUT;
      					out_valid <= OUT_valid;
     				end
 		end
	always@(*)
 		begin
			if (Enable)
  				begin  
   					case (ALU_FUN)
   					ADD 	: begin  
							{Carry, ALU_OUT} = A + B;
							OUT_valid = 1'b1;
              				end
   					SUB 	: begin  
							ALU_OUT = A - B;
							OUT_valid = 1'b1;
              				end
   					MUL 	: begin  
							ALU_OUT = A * B;
							OUT_valid = 1'b1;
              				end
   					DIV 	: begin   
							ALU_OUT = A / B;
							OUT_valid = 1'b1;
             				end
   					AND 	: begin  
							ALU_OUT = A & B;
							OUT_valid = 1'b1;
              				end
   					OR 		: begin  
							ALU_OUT = A | B;
							OUT_valid = 1'b1;
              				end
   					NAND 	: begin  
							ALU_OUT = ~(A & B);
							OUT_valid = 1'b1;
             				end
   					NOR 	: begin  
							ALU_OUT = ~(A | B);
							OUT_valid = 1'b1;
              						end
   					XOR 	: begin  
							ALU_OUT = A ^ B;
							OUT_valid = 1'b1;
              				end
   					XNOR 	: begin  
							ALU_OUT = A ~^ B;
							OUT_valid = 1'b1;
              				end
   					EQUAL 	: begin  
							ALU_OUT = (A==B)?('b1):('b0);
							OUT_valid = 1'b1;
              				end
   					GREATER	: begin  
							ALU_OUT = (A>B)?('b10):('b0);
							OUT_valid = 1'b1; 
              				end
   					LESS 	: begin  
							ALU_OUT = (A<B)?('b11):('b0);
							OUT_valid = 1'b1;
              				end
   					SHIFT_R : begin  
							ALU_OUT = A >> 1;
							OUT_valid = 1'b1;
              				end
   					SHIFT_L	: begin  
							ALU_OUT = A << 1;
							OUT_valid = 1'b1;
              				end
   					default : begin
							ALU_OUT = 'b0;
							OUT_valid = 1'b0;
              				end
					endcase
 				end 
		else
 			begin
    				ALU_OUT = 'b0;
    				OUT_valid = 1'b0;
 			end
	end
endmodule
</file>
==> notes.md <==
Update from the flow run.

The Yosys warning count is 1. The clock sink count is 17. Setup repair after global routing could not meet its margin everywhere. The pre-placement core utilization is 51.6%. The sequential cell area in the final layout is 425 um^2. In this run the maximum-capacitance check reported violations numbering 0. The number of enable flip-flop cells is 0.

STA reports the tightest min-delay check as being of type in -> async. The chip area is 19,300 um^2. The net switching power in the latest report is 0.0282 W. The cell with the largest stage delay on the worst path is a2111oi_4. The die is ~140 um tall. Fill cells in the final layout number 979. The initial antenna violation count is 0.

The floorplan has 49 rows. The cell count listed in synth_stat.txt is ~1,200. The endpoint type of the worst setup path is a flip-flop. The run finished, with violations left. The maximum fanout along the worst path is 6. The synthesis report names the predominant flop master as dfrtp_1. Sorting the synthesized cells by how often they occur yields ha_1 (163), nor2_1 (119), nand2_1 (107). The number of global-route vias before repair is 10,911. The area share of and/or/nand/nor cells after synthesis is 20.5%. The part of the power in the clock network is roughly 1.4%. The chip area line in the Yosys stat output reads 9370 um^2. Per the slew report, the remaining headroom to the max-slew limit stands at 54.9%. The number of buffers between clock root and the deepest sink is 2.

The layout-stage area growth over the synthesis result is 65.6%. The core area is about 18,000 um^2. The total length of routed wires is around 37,000 um. Sequential elements use 4.54% of the synthesized area. The data arrival time reported for the critical path is roughly 24,000 ps. The antenna diode count is 0. The end-of-flow timing check tallies setup violations at 17. Port buffering added 39 buffers.

The number of H-tree levels is 1. The worst setup path is launched from an input port. Per the synthesis report, the number of distinct cell types is 99.

The number of top-level design ports is 40. The smallest hold slack is 287 ps. The synthesized netlist devotes 5.61% of its cell area to XOR and XNOR gates. The synthesis stats list as the most numerous cell ha_1. According to the floorplan report, the die width is 139 um. The routed via count is 11,842. The maximum resistive drop on vdd is around 0.0055 V. The tree is rooted in a clkbuf_16. The aggregate global routing overflow is 0.

Yosys reported a register bit count of 17. After layout, the worst setup slack is -22,580 ps. The average instance in the mapped netlist occupies 7.54 um^2. TritonRoute output was used to compute an average wire per cell of 18.5 um. The routed design could run at a clock period as short as 23,580 ps.

The final critical path takes up 2360% of the cycle. The maximum number of pins on one net before global-route repair is 24. By area the synthesized netlist is led by ha_1 (22%), fa_1 (8.1%), nor2_1 (4.8%). The number of routed nets with antenna violations is 0. In the log, the iteration count for the first detailed-route pass is 21. The CTS tree is built. The delay of the slowest critical-path stage is 430 ps.

The OpenROAD report gives the critical path a required time of roughly 1100 ps. Looking at the setup timing report, the critical path kind is in -> reg. Once placement finished, the instance area stood at 13,700 um^2. In this run the tools logged warnings totalling 50. The internal power is 0.0349 W. In this run the power density over the cells is 4070 nW/um^2.

Endpoints failing hold in the final report were tallied at 0. The reported leakage power is 7.66 nW. The first global-routing pass estimated between 50,000 and 60,000 um of wire. Looking at the max-slew report, the worst-margin pin has a slew of 671 ps. The total clock buffers created by CTS is 3. The combinational fraction of design power is 97.4%. After synthesis, the share of flip-flops with an asynchronous set or reset is 100%. The netlist area before placement is between 9000 and 10,000 um^2.

The HPWL after detailed placement is 25,600 um. The sequential share of power is under 10%. The adder-cell share of the synthesized area is 30.1%. The compound-gate portion of the synthesized area is 30.7%.

The cell count after synthesis is 1,242. The final instance area is 15,500 um^2. On the reported timing paths, the clock transition at the registers reads roughly 50 ps.

The via density per instance is 5.86. The final reports fail on negative setup slack. The proportion of layout cells with a drive suffix above 1 is 44.3%. The synthesized design devotes to its leading area cell type approximately 22% of total area. The fraction of power spent switching nets is 44.7%. The area of the multi-input gates is 9620 um^2.

The highest clock frequency the design can meet is 42.4 MHz. Of the post-synthesis cell area, the part taken by muxes is about 2.7%. The final weighted congestion of routability-driven global placement is 1.02. The synthesized design spends more area on one cell type than any other, namely ha_1. The cell occurring most often along the worst timing path is o21a_1. In this run, the number of DRC markers left after iteration 0 of detailed routing was ~570. Global routing consumed, over all layers together, 36.1% of the routing resources. The number of max-slew violations in the final report is 0. Grouping non-sequential cells by family puts the most area in AND-OR/OR-AND gates. The final routed DRC violation total is 0.
==> what timing repair did <==
item	CTS	global route
setup endpoints to repair	34	23
cloned	1	0
hold buffers	0	0
gates resized	192	114
setup buffers	54	52
pin swaps	58	103
==> final timing paths <==
path / start / end / slack (ps) / cells past startpoint
max: B[1] / alu_out[0] / -22580 / 137
min: RST / alu_out[3] / 290 / 2
max in group asynchronous: RST / alu_out[9] / 580 / 2
min in group clk0: B[4] / alu_out[14] / 450 / 5
==> kinds of logic after synthesis <==
family	count (synthesis)
compound gates	408
simple gates	393
fa+ha+maj	203
buf+inv	137
xor+xnor	60
mux	23
flops	17
other cells	1
==> through the flow <==
stage          setup TNS [ps]  instances  utilization [%]  setup slack [ps]  power, W
2_1_floorplan         -162270       1249                -            -23930    0.0357
3_3_place_gp          -168250       1912             75.6            -23070    0.0558
3_5_place_dp          -170300       1912             75.6            -23510    0.0559
4_1_cts               -157340       1971             80.8            -22070    0.0590
5_1_grt               -168630       2020             85.5            -23980    0.0676
6_report              -160500       2020             85.5            -22580    0.0631
==> per-layer routing <==
metal | vias to the layer above | routed length, um | GRT usage (%)
li1 | 5674 | - | -
met1 | 5554 | 16100 | 48.2
met2 | 504 | 16600 | 58.3
met3 | 110 | 3030 | 7.64
met4 | 0 | 1630 | 12.7
met5 | - | 0 | 0
==> flip-flops by register name, indices dropped and copies added (netlist names) <==
register	flops
alu_out	16
out_valid	1
==> power groups by stage <==
stage	clock network [W]	registers, W	logic (W)
after CTS	0.000858	0.000803	0.0574
after global routing	0.000890	0.000821	0.0659
final	0.000856	0.000803	0.0615
==> worst max-delay path, delay by kind of cell <==
family / cells / cell delay (ps)
buf+inv: 10 / 1430
simple gates: 32 / 4150
mux: 2 / 570
fa+ha+maj: 14 / 3840
compound gates: 79 / 13410
==> layout by cell type (no fill, tap or decap), drive strengths merged, types with 10 or more instances in the layout <==
| cell | synthesis | routed |
|---|---|---|
| or2 | 21 | 21 |
| nand2b | 17 | 17 |
| buf | 11 | 556 |
| a22oi | 15 | 15 |
| a21o | 32 | 32 |
| mux2 | 19 | 19 |
| nand3 | 15 | 15 |
| xnor2 | 34 | 34 |
| fa | 38 | 38 |
| o31ai | 17 | 17 |
| or3 | 14 | 14 |
| dfrtp | 17 | 17 |
| a31oi | 21 | 21 |
| nor3 | 44 | 44 |
| a211oi | 10 | 10 |
| xor2 | 26 | 26 |
| inv | 94 | 90 |
| a21oi | 90 | 90 |
| o21a | 41 | 41 |
| nand2 | 108 | 108 |
| o21ai | 69 | 69 |
| o21bai | 17 | 17 |
| nor2 | 120 | 120 |
| ha | 163 | 163 |
==> layout make-up <==
cell class	instances	area share [%]
inverter	95	2.44
tap	229	1.85
clock buffer	3	0.484
sequential	17	2.74
clock inverter	1	0.0323
multi-input combinational	1095	62.0
timing repair buffer	580	30.4
No activity file was given, so power comes from the tool's default toggle rates.
